$ cat ./config.mk
export PLATFORM = sky130hd
export DESIGN_NAME = icache_l1_mem
export DESIGN_NICKNAME = icache_l1_mem
export VERILOG_FILES = /design/flow/design.v
export SDC_FILE = /design/flow/constraint.sdc
export NUM_CORES = 4
export LEC_CHECK = 1
export CORE_UTILIZATION = 30
$ cat ./constraint.sdc
current_design icache_l1_mem

set clk_period 2.4
set clk_io_pct 0.2

create_clock -name clk0 -period $clk_period [get_ports {clk}]

set non_clock_inputs [all_inputs -no_clocks]
set_input_delay [expr $clk_period * $clk_io_pct] -clock clk0 $non_clock_inputs
set_output_delay [expr $clk_period * $clk_io_pct] -clock clk0 [all_outputs]
$ cat ./design.v
`timescale 1ns/1ps
module icache_l1_mem ( rst, clk, mem_en, rd_wr, addr, data_in, data_out);
parameter DEPTH=16;			 
parameter WIDTH=16;			 
parameter ADDR_WIDTH=32;	 
input						rst;
input						clk;
input						mem_en;		 
input						rd_wr;		 
input	[ADDR_WIDTH - 1:0]	addr;		 
input	[WIDTH-1:0]			data_in;	 
output 	[WIDTH-1:0]			data_out;	 
reg 	[WIDTH-1:0]			data_out;
reg 	[WIDTH-1:0]			mem [DEPTH-1:0];	 
integer i;
always @(posedge clk or negedge rst) begin
	if (~rst) begin
		for(i=0;i<DEPTH;i=i+1) begin
			mem[i] <= 0;
		end
	end
	else if (mem_en && rd_wr) begin  
		mem[addr] <= data_in;
	end
end
always @(posedge clk or negedge rst) begin
	if (~rst) begin
		data_out <= 0;
	end
	else if (mem_en && ~rd_wr) begin  
		data_out <= mem[addr];
	end
end
endmodule
$ cat ./run.sh
#!/bin/bash
# OpenROAD 26Q1-2900-gdf79404cd8, Yosys 0.63+post, stock flow scripts
make -C /OpenROAD-flow-scripts/flow DESIGN_CONFIG=/design/flow/config.mk WORK_HOME=/design/flow/orfs finish
==> changes_impl.md <==
## Flow update

* CTS tree: yes
* Hold Violations, Final at 0
* Slew Viols, Final at 0
* Fin crit period at 1.89 ns
* RD Place Congestion at 0.829
* Die W at 210 microns
* Max VDD drop at 0.437 mV
* Max Fanout on Critical Path at 2
* Vias post-DR at 8322
* Drc violations at 0
* Peak Freq at 529 MHz
* Vias in the first global route at 8816
* Synthesis-stage register bit count at 272
* Maximum clock path buffer count at 3
* RR Endpoint: data_out[4]$_DFFE_PN0P_
* Count leader, synth: dfrtp_1
* Seq share, synth at 0.526
* Post-synth top cells: dfrtp_1, mux2_2, mux2_1
* Cts hold-fix bufs at 2
* H-tree depth at 1
* Family with the most delay on the worst path: buffers and inverters
* Worst Reg-to-Reg Cells at 4
* Ys flop type: dfrtp_1
* Max-Cap Viols at 0
* FP Util at 0.307
* Mean Syn Cell Area at 13.4 sq um
* Worst Path Buf+Inv at 1
* Ports at 68
* Slew at the pin closest to its max-slew limit at 0.658 ns
* Crit path max-delay cell type: clkdlybuf4s50_1
* Cell type with the largest total area: dfrtp_1
* Tot GR Track Use at 0.161
* Crit end category: primary output
* Post-route cell area at 15400 sq um
* Startpoint Class: flip-flop
* WL final at 33000 microns
* RSZ-0062 raised after global routing: no
* Total CTS buffers at 29
* Clock skew at 0.0105 ns
* Yosys stat area at 12900 sq um
* WHS Endpoint: mem[9][8]$_DFFE_PN0P_
* CP Data Arrival Time at 1.41 ns
* Setup WS pre-CTS at -0.0292 ns
* Leakage power at 6.61 nW
* Reg area at 6810 sq um
* Critical Path Max Stage Delay at 0.49 ns
* ANT nets after route at 0
* First-pass GRT wire length at 53000 microns
* CP Launch Point: data_out[1]$_DFFE_PN0P_
* Worst setup margin at 0.508 ns
* # setup viols final at 0
* Slew headroom at 0.560
* Die area at 44000 sq um
* Drt pass-1 iters at 4
* Postcts setup bufs at 0
* Fill count at 3964
* Worst endpoint required time at 1.92 ns
* Post-placement cell area at 14400 sq um
* Wire per inst at 20.7 microns
* Tool Warnings at 53
* Post-synth EDFFs at 0
* Total core area at 42200 sq um
* Post-layout util at 0.365
* Comb area at 5640 sq um
* Min Hold Slack at 0.480 ns
* Register clock-pin slew on the reported worst setup and hold paths at 0.06 ns
* Cell area leaders: dfrtp_1, mux2_2, mux2_1
* CP cell instances: clkdlybuf4s50_1
* Initial antenna violation count at 0
* Hold Crit Start: mem[9][8]$_DFFE_PN0P_
* R2R Path Start: mem[6][4]$_DFFE_PN0P_
* R2r setup slk at 1.02 ns
* CTS Sinks at 272
* N_diodes at 0
* Class of the worst hold path: reg2reg
* Die height at 210 microns
* Syn Std Cell Area at 12900 sq um
* Clock Latency Late Sink at 0.55 ns
* Layout cells sized above 1 at 0.334
* Initial DRC count at 497
* Synth cell types at 58
* Pwr/cell area at 778 nW/um^2
* Mapped Cells at 967
* Async S/R FF share, synth at 1.00
* Remaining Overflow, GRT at 0
* Area leader share at 0.526
* Syn-to-layout area delta at 19.2%
* WHS Path Cells at 1
* Vias per std cell at 5.23
* Root buffer cell: clkbuf_16
* PostCTS Resize Cnt at 0
* Run status: complete, no violations
* Largest net degree at the start of global routing at 76
* Final HPWL DP at 21700 microns
* Number of cells in Yosys stat at 967
* Crit Path Class: reg2out
* Num rows at 75
* Cycle use final at 0.788
* PortBufs at 39
* Yosys Warn Count at 2
cell families after synthesis:
kind of cell | Yosys count | share of synthesized area
flip-flops | 272 | 0.526
multiplexers | 261 | 0.226
AND-OR/OR-AND | 187 | 0.105
AND/OR/NAND/NOR | 152 | 0.103
buffers and inverters | 95 | 0.0398
routing by layer:
metal  up-vias  share of wire  global-route usage
li1       3808              -                   -
met1      4295           0.44               0.236
met2       167           0.48               0.257
met3        52          0.047              0.0223
met4         0          0.032              0.0420
met5         -              0                   0
area by class of cell:
| type | instances | share of cell area |
|---|---|---|
| repair buffers | 127 | 0.0874 |
| clock buffers | 41 | 0.0532 |
| clock inverters | 10 | 0.00876 |
| well taps | 539 | 0.0437 |
| multi-input cells | 600 | 0.365 |
| flip-flops and latches | 272 | 0.441 |
| inverters | 2 | 0.000486 |
per-stage QoR:
stage                     cells  TNS [ns]  power [mW]
after detailed placement   1538    -0.603        7.62
after floorplan             967         0        6.96
final                      1591         0        12.0
after global placement     1538    -0.271        7.55
after global routing       1591         0        12.6
after CTS                  1591         0        12.2
state kept, by name (all words and copies together), names as in the netlist:
signal and flops:
mem 256, data_out 16
worst max-delay path by stage:
stage / endpoint / slack, ns / depth (start not counted)
after CTS: data_out[1] / 0.46 / 1
after global routing: mem[0][12]$_DFFE_PN0P_ / 0.43 / 6
final: data_out[1] / 0.51 / 1
report_power, final:
part / leakage [nW] / internal (mW) / switching [mW] / total [mW]
Sequential: 3.47 / 5.45 / 0.413 / 5.87
Combinational: 2.67 / 0.953 / 0.712 / 1.67
Clock: 0.468 / 2.69 / 1.79 / 4.48
Total: 6.61 / 9.10 / 2.92 / 12.0
placed cells by master, fill, tap and decap left out, types with 15 or more instances in the layout:
cell type          n
dfrtp_1          272
mux2_2           186
mux2_1            70
buf_4             64
nand3b_1          62
a21oi_1           46
clkdlybuf4s50_1   34
clkbuf_16         29
a22o_1            28
a22oi_1           26
buf_12            23
o22ai_1           18
nand4b_1          15
No activity file was given, so power comes from the tool's default toggle rates.
